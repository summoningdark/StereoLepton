[./constraint.sdc]
current_design status_memory

set clk_period 6.7
set clk_io_pct 0.2

create_clock -name clk0 -period $clk_period [get_ports {fx2Clk}]

set non_clock_inputs [all_inputs -no_clocks]
set_input_delay [expr $clk_period * $clk_io_pct] -clock clk0 $non_clock_inputs
set_output_delay [expr $clk_period * $clk_io_pct] -clock clk0 [all_outputs]
[./run.sh]
#!/bin/bash
# OpenROAD 26Q1-2900-gdf79404cd8, Yosys 0.63+post, stock flow scripts
make -C /OpenROAD-flow-scripts/flow DESIGN_CONFIG=/design/flow/config.mk WORK_HOME=/design/flow/orfs finish
[./design.v]
module
	comm_fpga_fx2(
		input  wire      clk_in,           
		input  wire      reset_in,         
		output reg       reset_out,        
		output reg       fx2FifoSel_out,   
		inout  wire[7:0] fx2Data_io,       
		output wire      fx2Read_out,      
		input  wire      fx2GotData_in,    
		output wire      fx2Write_out,     
		input  wire      fx2GotRoom_in,    
		output reg       fx2PktEnd_out,    
		output wire[6:0] chanAddr_out,     
		output wire[7:0] h2fData_out,      
		output reg       h2fValid_out,     
		input  wire      h2fReady_in,      
		input  wire[7:0] f2hData_in,       
		input  wire      f2hValid_in,      
		output reg       f2hReady_out      
	);
	localparam[3:0] S_RESET                   = 4'h0;      
	localparam[3:0] S_IDLE                    = 4'h1;      
	localparam[3:0] S_GET_COUNT0              = 4'h2;      
	localparam[3:0] S_GET_COUNT1              = 4'h3;      
	localparam[3:0] S_BEGIN_WRITE             = 4'h6;      
	localparam[3:0] S_WRITE                   = 4'h7;      
	localparam[3:0] S_END_WRITE_ALIGNED       = 4'h8;      
	localparam[3:0] S_END_WRITE_NONALIGNED    = 4'h9;      
	localparam[3:0] S_READ                    = 4'hA;      
	localparam[1:0] FIFO_READ                 = 2'b10;     
	localparam[1:0] FIFO_WRITE                = 2'b01;     
	localparam[1:0] FIFO_NOP                  = 2'b11;     
	localparam      OUT_FIFO                  = 2'b0;      
	localparam      IN_FIFO                   = 2'b1;      
	reg[3:0]        state_next, state         = S_RESET;
	reg[1:0]        fifoOp                    = 2'bZZ;
	reg[16:0]       count_next, count         = 17'h0;     
	reg[6:0]        chanAddr_next, chanAddr   = 7'h00;     
	reg             isWrite_next, isWrite     = 1'b0;      
	reg             isAligned_next, isAligned = 1'b0;      
	reg[7:0]        dataOut;                               
	reg             driveBus                  = 1'b0;      
	always @(posedge clk_in)
	begin
		if ( reset_in == 1'b1 )
			begin
				state <= S_RESET;
				count <= 17'h0;
				chanAddr <= 7'h00;
				isWrite <= 1'b0;
				isAligned <= 1'b0;
			end
		else
			begin
				state <= state_next;
				count <= count_next;
				chanAddr <= chanAddr_next;
				isWrite <= isWrite_next;
				isAligned <= isAligned_next;
			end
	end
	always @*
	begin
		state_next = state;
		count_next = count;
		chanAddr_next = chanAddr;
		isWrite_next = isWrite;        
		isAligned_next = isAligned;    
		dataOut = 8'h00;
		driveBus = 1'b0;               
		fifoOp = FIFO_READ;            
		fx2PktEnd_out = 1'b1;          
		f2hReady_out = 1'b0;
		h2fValid_out = 1'b0;
		reset_out = 1'b0;
		case ( state )
			S_GET_COUNT0:
				begin
					fx2FifoSel_out = OUT_FIFO;   
					if ( fx2GotData_in == 1'b1 )
						begin
							count_next[15:8] = fx2Data_io;
							state_next = S_GET_COUNT1;
						end
				end
			S_GET_COUNT1:
				begin
					fx2FifoSel_out = OUT_FIFO;   
					if ( fx2GotData_in == 1'b1 )
						begin
							count_next[7:0] = fx2Data_io;
							if ( count[15:8] == 8'h00 && fx2Data_io == 8'h00 )
								count_next[16] = 1'b1;
							else
								count_next[16] = 1'b0;
							if ( isWrite == 1'b1 )
								state_next = S_BEGIN_WRITE;
							else
								state_next = S_READ;
						end
				end
			S_BEGIN_WRITE:
				begin
					fx2FifoSel_out = IN_FIFO;    
					fifoOp = FIFO_NOP;
					if ( count[8:0] == 9'b000000000 )
						isAligned_next = 1'b1;
					else
						isAligned_next = 1'b0;
					state_next = S_WRITE;
				end
			S_WRITE:
				begin
					fx2FifoSel_out = IN_FIFO;    
					if ( fx2GotRoom_in == 1'b1 )
						f2hReady_out = 1'b1;
					if ( fx2GotRoom_in == 1'b1 && f2hValid_in == 1'b1 )
						begin
							fifoOp = FIFO_WRITE;
							dataOut = f2hData_in;
							driveBus = 1'b1;
							count_next = count - 1;
							if ( count == 32'h1 )
								begin
									if ( isAligned == 1'b1 )
										state_next = S_END_WRITE_ALIGNED;   
									else
										state_next = S_END_WRITE_NONALIGNED;   
								end
						end
					else
						fifoOp = FIFO_NOP;
				end
			S_END_WRITE_ALIGNED:
				begin
					fx2FifoSel_out = IN_FIFO;    
					fifoOp = FIFO_NOP;
					state_next = S_IDLE;
				end
			S_END_WRITE_NONALIGNED:
				begin
					fx2FifoSel_out = IN_FIFO;    
					fifoOp = FIFO_NOP;
					fx2PktEnd_out = 1'b0;        
					state_next = S_IDLE;
				end
			S_READ:
				begin
					fx2FifoSel_out = OUT_FIFO;   
					if ( fx2GotData_in == 1'b1 && h2fReady_in == 1'b1 )
						begin
							h2fValid_out = 1'b1;
							count_next = count - 1;
							if ( count == 32'h1 )
								state_next = S_IDLE;
						end
					else
						fifoOp = FIFO_NOP;
				end
			S_RESET:
				begin
					reset_out = 1'b1;
					driveBus = 1'b0;
					fifoOp = 2'bZZ;
					fx2FifoSel_out = 1'bZ;
					fx2PktEnd_out = 1'bZ;
					if ( fx2GotData_in == 1'b0 )
						state_next = S_IDLE;
				end
			default:
				begin
					fx2FifoSel_out = OUT_FIFO;   
					if ( fx2GotData_in == 1'b1 )
						begin
							chanAddr_next = fx2Data_io[6:0];
							isWrite_next = fx2Data_io[7];
							state_next = S_GET_COUNT0;
						end
				end
		endcase
	end
	assign fx2Read_out = fifoOp[0];
	assign fx2Write_out = fifoOp[1];
	assign chanAddr_out = chanAddr;
	assign h2fData_out = fx2Data_io;
	assign fx2Data_io = driveBus ? dataOut : 8'hZZ;
endmodule
`timescale 1ns / 1ps
`default_nettype none
module status_memory #(parameter NREG = 4, parameter NBYTES = 4, parameter[6:0] BASEADDR = 0)(
	input wire fx2Clk,
	input wire reset,
	input wire [6:0] chanAddr,
	output wire h2fReady,
	output wire [7:0] f2hData,
	output wire f2hValid,
	input wire f2hReady,
	input wire [NREG*NBYTES*8-1:0] PDin
    );
	assign h2fReady = 1'b1;			 
	reg [31:0] pointer = 0;
	wire [31:0] pointer_next;
	reg rd_q = 1'b0;
	wire pedg_rd;
	assign pedg_rd = f2hReady & !rd_q;
	wire AddrValid;
	wire [6:0] Addr;
	assign Addr = chanAddr-BASEADDR;
	assign AddrValid = (Addr >= 0) & (Addr < NREG);
	assign pointer_next = (pedg_rd) ? Addr * NBYTES :
								 (f2hReady && (pointer == (NREG*NBYTES)-1)) ? 0 : 
								 (f2hReady && (pointer != (NREG*NBYTES)-1)) ? pointer + 1 :
								  pointer;
	wire [NREG*NBYTES*8-1:0] PDin_shift;
	assign PDin_shift = PDin >> ({3'b000,pointer_next} << 3);
	assign f2hData = (AddrValid) ? PDin_shift[7:0] : 8'd0;
	assign f2hValid = 1'b1;
	always @ (posedge fx2Clk) begin
		if (reset) begin
			pointer <= 0;
			rd_q <= 0;
		end else begin
			rd_q <= f2hReady;
			pointer <= pointer_next;
		end
	end
endmodule
[./config.mk]
export PLATFORM = sky130hd
export DESIGN_NAME = status_memory
export DESIGN_NICKNAME = status_memory
export VERILOG_FILES = /design/flow/design.v
export SDC_FILE = /design/flow/constraint.sdc
export NUM_CORES = 4
export LEC_CHECK = 1
export CORE_UTILIZATION = 30
==> impl_metrics.yaml <==
# generated from flow reports
status:
  status: "finished, final reports clean"
route:
  wl_per_cell_um: 20.1
  vias: 5062
  diodes: 0
  via_per_inst: 5.90
  wl_mm: 17.3
  drtPass1Iterations: 6
  drc: 0
  drt_iter0_drc: 399
  ant_nets: 0
synth:
  yosys_register_bits: 33
  synthFlopType: "dfxtp_1"
  yosysWarningCount: 6
  netlist_top_cells_count: "63 x nor2_1, 42 x clkbuf_1, 36 x a211o_1"
  syn_inst: 579
  synthArstFlopShare_pct: 0
  syn_avg_cell_area_um2: 7.39
  ys_chip_area_um2: 4280
  synth_top_area_share_pct: 15.4
  edf_count: 0
  yosysMostFrequentCell: "nor2_1"
  ys_types: 54
  top_area_cell: "dfxtp_1"
  synthTopCellsByArea: "dfxtp_1 15%, mux2i_1 8.0%, a211o_1 7.4%, a32oi_1 6.8%, nor2_1 5.5%"
  ys_seq_share_pct: 15.4
  synth.cell_area_um2: 4280
  ys_cells: 579
global_route:
  first_global_vias: 4701
  grt_overflow: 0
  grt_pass1_wl_mm: 26.4
  antenna_found_initial: 0
  grt_util_all_layers_pct: 23.3
  grt_max_degree: 62
placement:
  gp_congestion: 0.931
  post-dp-hpwl_mm: 13.0
  dp_cells: 850
  numPortBuffers: 145
clock_tree:
  cts_max_level: 2
  clk_pin_slew_ps: 50
  cts_buffers: 5
  cts_tree: "done"
  cts_resized: 0
  cts.sinks: 33
  cts-hold-fix-buffers: 0
  cts_root_buf: "clkbuf_16"
  clkLatencyLatePin_ps: 280
  cts_buffer_depth: 2
  cts_setup_buffers: 0
die:
  fp.dieW_um: 121
  die_h_um: 121
  fp-utilization_pct: 30.8
  coreArea_um2: 13900
  ios: 148
  chip_area_um2: 14700
  rows: 43
pwr:
  ir_drop_uv: 90.9
  p_leak_nw: 2.02
  power_per_cell_area_nw_per_um2: 119
  finalPower_w: 0.000703
timing:
  rsz0062_at_grt: "no"
  period_minus_slack_ps: 6090
  worst_pin_slew_ps: 890
  slew_violations: 0
  period_used_pct: 90.9
  finalSetupTns_ps: 0
  slew_headroom_pct: 40.4
  finClkSkew_ps: 3.72
  setup_viol: 0
  hold_viol_final: 0
  max_freq_mhz: 164
critical_path:
  reg2reg_to: "pointer[1]"
  r2r_slack_ps: 3370
  cp-start-kind: "input pin"
  end_kind: "output port"
  r2r_cells: 6
  timing.critical_path.to: "f2hData[1]"
  cp_max_fo: 61
  arrival_ps: 4750
  path_class: "input pin to output port"
  r2r_start: "pointer[13]"
  cp.required_ps: 5360
  startpoint: "f2hReady"
cells_and_area:
  fin_cells: 858
  n_fill_cell: 1396
  fin_util_pct: 42.5
  flop_area_um2: 662
  mi_logic_area_um2: 3310
  drive_above_1_share_pct: 9.14
  syn_to_final_growth_pct: 38.0
run:
  warning_count: 25
  max-cap-violations: 0
hold_path:
  hold_class: "flop to flop"
metal layers:
| metal | up-vias | global-route usage [%] | share of wire (%) |
|---|---|---|---|
| met2 | 226 | 35.9 | 44 |
| met5 | - | 0 | 0 |
| li1 | 2429 | - | - |
| met3 | 24 | 4.94 | 9.3 |
| met4 | 0 | 4.32 | 1.9 |
| met1 | 2383 | 33.8 | 45 |
sequential cells by signal, summed over array words and instances, names as in the netlist:
signal and flops:
pointer 32, rd_q 1
cell usage in the layout, fill, tap and decap left out, types with 19 or more instances in the layout:
cell type / count
clkdlybuf4s50_1: 144
and3_1: 20
nor2_1: 63
nand3_1: 31
nand2_1: 25
a21oi_1: 24
o21ai_0: 19
a211o_1: 36
a32oi_1: 33
mux2i_1: 34
dfxtp_1: 32
worst max-delay path, cell delays in order:
cell and delay [ps]:
buf_2 370, buf_4 580, and3_1 310, o21ai_4 180, and2_1 380, buf_4 300
a32oi_1 360, a32oi_1 90, a211oi_1 270, clkdlybuf4s50_1 510
report_power, final:
part           internal [W]  switching [W]  leakage (nW)  total (W)
Sequential         0.000199     0.00000524         0.268   0.000205
Clock              0.000186      0.0000830        0.0841   0.000269
Combinational      0.000129       0.000101          1.66   0.000230
per-stage QoR:
stage | instance area (µm²) | hold WS (ps) | setup slack [ps]
floorplan | 4280 | 488 | 2150
global placement | 5730 | 536 | 657
detailed placement | 5730 | 528 | 670
CTS | 5900 | 537 | 639
global route | 5900 | 572 | 373
finish | 5900 | 539 | 608
kinds of logic after synthesis:
kind of cell,count (synthesis),share of synthesized area [%]
AOI/OAI and AO/OA,160,28.8
buffers and inverters,70,7.40
other,1,0.0877
xor gates and xnor gates,29,5.94
adders and majority gates,1,0.292
muxes,50,12.2
and+or+nand+nor,235,29.8
DFF,33,15.4
how the worst min path moves through the flow:
stage               start           to  depth (start not counted)
CTS           pointer[22]  pointer[22]                          2
global route  pointer[22]  pointer[22]                          2
finish        pointer[22]  pointer[22]                          2
cell type report:
class	count	area share, %
well taps	180	3.81
repair buffers	154	25.6
clock buffers	7	2.42
flip-flops and latches	33	11.2
inverters	6	0.381
multi-input cells	477	56.0
clock inverters	1	0.509
No activity file was given, so power comes from the tool's default toggle rates.
